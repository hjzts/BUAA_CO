File: flow/design.v
`timescale 1ns / 1ps
module TC(
    input clk,
    input reset,
    input [31:2] Addr,
    input WE,
    input [31:0] Din,
    output [31:0] Dout,
    output IRQ
);
	reg [1:0] state;
	reg [31:0] mem [2:0];
	reg _IRQ;
	assign IRQ = mem[0][3] & _IRQ;
	assign Dout = mem[Addr[3:2]];
	wire [31:0] load = Addr[3:2] == 0 ? {28'h0, Din[3:0]} : Din;
	integer i;
	always @(posedge clk) begin
		if(reset) begin
			state <= 0; 
			for(i = 0; i < 3; i = i+1) mem[i] <= 0;
			_IRQ <= 0;
		end
		else if(WE) begin
			mem[Addr[3:2]] <= load;
		end
		else begin
			case(state)
				2'b00 : if(mem[0][0]) begin
					state <= 2'b01;
					_IRQ <= 1'b0;
				end
				2'b01 : begin
					mem[2] <= mem[1];
					state <= 2'b10;
				end
				2'b10  : 
					if(mem[0][0]) begin
						if(mem[2] > 1) mem[2] <= mem[2]-1;
						else begin
							mem[2] <= 0;
							state <= 2'b11;
							_IRQ <= 1'b1;
						end
					end
					else state <= 2'b00;
				default : begin
					if(mem[0][2:1] == 2'b00) mem[0][0] <= 1'b0;
					else _IRQ <= 1'b0;
					state <= 2'b00;
				end
			endcase
		end
	end
endmodule
File: flow/run.sh
#!/bin/bash
# OpenROAD 26Q1-2900-gdf79404cd8, Yosys 0.63+post, stock flow scripts
make -C /OpenROAD-flow-scripts/flow DESIGN_CONFIG=/design/flow/config.mk WORK_HOME=/design/flow/orfs finish
File: flow/config.mk
export PLATFORM = sky130hd
export DESIGN_NAME = TC
export DESIGN_NICKNAME = TC
export VERILOG_FILES = /design/flow/design.v
export SDC_FILE = /design/flow/constraint.sdc
export NUM_CORES = 4
export LEC_CHECK = 1
export CORE_UTILIZATION = 30
File: flow/constraint.sdc
current_design TC

set clk_period 9.8
set clk_io_pct 0.2

create_clock -name clk0 -period $clk_period [get_ports {clk}]

set non_clock_inputs [all_inputs -no_clocks]
set_input_delay [expr $clk_period * $clk_io_pct] -clock clk0 $non_clock_inputs
set_output_delay [expr $clk_period * $clk_io_pct] -clock clk0 [all_outputs]
==> metrics.yaml <==
synthesis:
  yosysCellCount: 552
  yosysTopAreaCell: "edfxtp_1"
  synth.avg_cell_area_sq_um: 12.3
  yosys.cell_types.count: 54
  synth-main-ff-cell: "edfxtp_1"
  async_reset_ff_frac: 0
  numSynthFlops: 133
  top_cell_area_share: 0.566
  yosys-stat-area_sq_um: 6800
  yosys_warnings: 1
  yosysSeqAreaShare: 0.580
  ys_top_cells_by_area: "edfxtp_1 57%, mux4_2 11%, nor2_1 4.5%, xor2_1 2.4%, nand2_1 2.4%"
  syn-cell-area_sq_um: 6800
  synth-edff-count: 128
  netlist_instances: 552
clocking:
  insertion_delay_ns: 0.42
  cts_hold_buf: 0
  root_buffer: "clkbuf_16"
  cts_made_buffers: 17
  htree_levels: 4
  cts_setup_buffers: 0
  cts_tree: "yes"
  clock-sinks: 133
  cts_buffer_depth: 2
  path_clk_slew_ns: 0.05
  cts_resized: 0
routing:
  dr.pass1.iters: 18
  vias_per_cell: 5.21
  ant_nets: 0
  num_vias: 4898
  insertedDiodeCount: 0
  routed_wl_um: 18300
  avgRoutedWirePerCell_um: 19.5
  drt_iter0_markers: 368
  drc: 0
worst_setup_path:
  critical_path.max_fanout: 37
  crit_type: "primary input to output pin"
  crit_path_cell_trace: "buf_2 -> buf_4 -> mux4_2 -> clkdlybuf4s50_1"
  worst_ep_required_time_ns: 7.84
  crit_path_max_incr_delay_ns: 0.65
  crit_arrival_ns: 3.76
  critPathCaptureType: "output pin"
  slowest_stage: "mux4_2"
  start_kind: "primary input"
grt:
  grt_pass1_wl_um: 28600
  grt_pass1_vias: 5052
  grt_overflow_total: 0
  grtUsageTotal: 0.172
  grt_max_degree: 40
  antenna_found_initial: 0
flow_run:
  cap_violations: 0
  warning_count: 54
sta:
  min_period_ns: 5.72
  slew_headroom: 0.488
  rsz0062_at_grt: "false"
  fin_skew_ns: 0.00713
  whs_ns: 0.451
  period_used_share: 0.583
  setup_viol: 0
  tightest_slew_ns: 0.768
  slew_viol_final: 0
  fmax_mhz: 175
  hold_viol: 0
  tns_ns: 0
placed_design:
  finalWeightedCongestion: 0.819
  hpwl_um: 11400
  portBuffers: 69
  placedCellCount: 910
power:
  peakVddDrop_mv: 0.113
  power.leakage_nw: 3.10
  p_per_area_nw_per_um2: 168
floorplan:
  ioPinCount: 98
  die_x_um: 153
  num_rows: 54
  die_area_sq_um: 23300
  coreArea_sq_um: 22000
  initial_core_util: 0.309
  fp.dieH_um: 153
cells_and_area:
  register_area_sq_um: 3940
  utilization: 0.385
  synthToLayoutAreaGrowth_pct: 24.9
  drive_above_1_share: 0.142
  logic_area_sq_um: 2810
  instances_no_fill: 940
  fillers: 2086
hold_path:
  hp-class: "register to register"
run_status:
  outcome: "finished, final reports clean"
[worst paths after layout]
kind / end / depth (start not counted) / slack, ns / from
worst max-delay path: Dout[14] / 4 / 4.08 / Addr[2]
worst min-delay path: state[3]$_DFF_P_ / 2 / 0.45 / state[3]$_DFF_P_
worst max register to register: mem[2][10]$_SDFFCE_PN0P_ / 6 / 6.92 / mem[2][5]$_SDFFCE_PN0P_
worst min register to register: state[3]$_DFF_P_ / 2 / 0.45 / state[3]$_DFF_P_
[through the flow]
step	setup WS, ns	cell area, sq um	power (mW)
after floorplan	4.21	6900	0.769
after global placement	4.08	7960	0.849
after detailed placement	4.07	7960	0.850
after CTS	4.07	8490	1.43
after global routing	3.95	8490	1.47
final	4.08	8490	1.42
[logic make-up (layout without fill, tap and decap cells)]
family	count (synthesis)	after routing	share of synthesized area
mux	33	33	0.108
buf+inv	45	126	0.0261
fa+ha+maj	2	2	0.00368
simple gates	253	253	0.187
compound gates	58	58	0.0602
xor+xnor	27	27	0.0348
flops	133	133	0.580
other cells	1	28	0.000552
[registers in the layout (all words and copies together) (netlist names)]
name / cells
mem: 128
_IRQ: 1
state: 4
[synth_stat cells, drive strengths merged, types with 3 or more instances]
cell type    n
edfxtp     128
nor2        82
nand2       43
mux4        32
clkbuf      31
nand3       30
nor3        24
a21oi       20
xor2        19
nor4        18
and2        14
and3        12
a221oi       9
inv          8
xnor2        8
buf          6
o21ai        6
or2          6
or3          6
or4          6
dfxtp        5
a31oi        4
nand4        4
nand2b       3
o211ai       3
[power by group]
part           leakage (nW)  switching [mW]  internal, mW
Sequential             1.31          0.0187         0.660
Combinational          1.53          0.0770        0.0818
Clock                 0.258           0.218         0.366
Total                  3.10           0.314          1.11
[per-layer routing]
layer	global-route usage	vias up	share of wire	wire, um
met3	0.0875	15	0.11	2100
li1	-	2272	-	-
met4	0.0269	0	0.012	225
met2	0.257	249	0.47	8580
met1	0.238	2362	0.41	7430
met5	0	-	0	0
[critical path, delay by kind of cell]
family   cells  cell delay [ns]
buf+inv      3             1.11
mux          1             0.65
[cell usage in the layout (no fill, tap or decap), types with 12 or more instances in the layout]
cell type        instances
conb_1                  28
and2_1                  14
nor2_1                  81
clkdlybuf4s50_1         67
and3_1                  12
nand3_1                 30
nand2_1                 43
mux4_2                  32
nor3_1                  23
a21oi_1                 20
clkbuf_16               17
xor2_1                  19
buf_4                   19
edfxtp_1               128
[final cells by class]
| type | instances | area share |
|---|---|---|
| sequential | 133 | 0.465 |
| clock buffer | 22 | 0.0523 |
| inverter | 8 | 0.00354 |
| clock inverter | 8 | 0.0100 |
| timing repair buffer | 88 | 0.0970 |
| tap | 280 | 0.0413 |
| multi-input combinational | 401 | 0.331 |
Power is estimated from default activity; no workload was simulated.
